==> ./design.v <==
module vending_machine (
    input clk, reset,
    input coin_1, coin_2,
    output reg item_dispensed,
    output reg change
);
    parameter S0 = 3'b000;
    parameter S1 = 3'b001;
    parameter S2 = 3'b010;
    parameter S3 = 3'b011;
    parameter S4 = 3'b100;
    parameter S5 = 3'b101;
    reg [2:0] current_state, next_state;
    always @(posedge clk or posedge reset) begin
        if (reset) begin
            current_state <= S0;
            item_dispensed <= 0;
            change <= 0;
        end else begin
            current_state <= next_state;
            case (current_state)
                S0: begin
                    item_dispensed <= 0;
                    change <= 0;
                end
                S1: begin
                    item_dispensed <= 0;
                    change <= 0;
                end
                S2: begin
                    item_dispensed <= 0;
                    change <= 0;
                end
                S3: begin
                    if (coin_2) begin
                        item_dispensed <= 1;  
                        change <= 0;
                    end else begin
                        item_dispensed <= 0;
                        change <= 0;
                    end
                end
                S4: begin
                    if (coin_1) begin
                        item_dispensed <= 1;  
                        change <= 0;
                    end else if (coin_2) begin
                        item_dispensed <= 1;  
                        change <= 1;  
                    end else begin
                        item_dispensed <= 0;
                        change <= 0;
                    end
                end
                S5: begin
                    if (coin_1 || coin_2) begin
                        item_dispensed <= 1;
                        change <= 1;  
                    end else begin
                        item_dispensed <= 0;
                        change <= 0;
                    end
                end
                default: begin
                    item_dispensed <= 0;
                    change <= 0;
                end
            endcase
        end
    end
    always @(*) begin
        next_state = current_state;
        case (current_state)
            S0: begin
                if (coin_1) next_state = S1;
                else if (coin_2) next_state = S2;
            end
            S1: begin
                if (coin_1) next_state = S2;
                else if (coin_2) next_state = S3;
            end
            S2: begin
                if (coin_1) next_state = S3;
                else if (coin_2) next_state = S4;
            end
            S3: begin
                if (coin_1) next_state = S4;
                else if (coin_2) next_state = S0;  
            end
            S4: begin
                if (coin_1 || coin_2) next_state = S0;  
            end
            S5: begin
                if (coin_1 || coin_2) next_state = S0;
            end
            default: next_state = S0;
        endcase
    end
endmodule
==> ./run.sh <==
#!/bin/bash
# OpenROAD 26Q1-2900-gdf79404cd8, Yosys 0.63+post, stock flow scripts
make -C /OpenROAD-flow-scripts/flow DESIGN_CONFIG=/design/flow/config.mk WORK_HOME=/design/flow/orfs finish
==> ./config.mk <==
export PLATFORM = sky130hd
export DESIGN_NAME = vending_machine
export DESIGN_NICKNAME = vending_machine
export VERILOG_FILES = /design/flow/design.v
export SDC_FILE = /design/flow/constraint.sdc
export NUM_CORES = 4
export LEC_CHECK = 1
export CORE_AREA = 10 10 70 70
export DIE_AREA = 0 0 80 80
==> ./constraint.sdc <==
current_design vending_machine

set clk_period 1.8
set clk_io_pct 0.2

create_clock -name clk0 -period $clk_period [get_ports {clk}]

set non_clock_inputs [all_inputs -no_clocks]
set_input_delay [expr $clk_period * $clk_io_pct] -clock clk0 $non_clock_inputs
set_output_delay [expr $clk_period * $clk_io_pct] -clock clk0 [all_outputs]
==> Slide: Implementation Results <==
Run Summary

STA
  • Setup TNS: 0 ns
  • RSZ-0062 raised after global routing: false
  • Worst Skew: 0.00371 ns
  • Min Tclk post-route: around 1.4 ns
  • Final Cycle Share: 76.8%
  • Least-Margin Pin Slew: 0.351 ns
  • Worst hold slack: about 0.34 ns
  • Final setup violating endpoints: 0
  • Count of pins over their slew limit: 0
  • Max Freq: 0.723 GHz
  • Hold Fails Final Rpt: 0
  • Max transition margin: 76.5%

Global route
  • Vias in the first global route: 182
  • Antenna violations before repair: 0
  • First-pass GRT wire length: between 800 and 900 um
  • Largest net degree at the start of global routing: 13
  • Grt ovf: 0
  • GRT Total Usage: approximately 1.8%

Critical path
  • WP data arrival: just over 1 ns
  • Crit path cell chain: clkdlybuf4s50_1
  • CP Capture Type: primary output
  • Critical path required time: 1.44 ns
  • Worst path top cell family by delay: buffers and inverters
  • Max incr delay on CP: approximately 0.46 ns
  • CP startpoint kind: flop
  • WS Path Type: flop to primary output
  • Worst-path fanout max: 1
  • Worst path bufs/invs: 1
  • Slowest stage cell, crit path: clkdlybuf4s50_1

Clocking
  • Post-CTS Hold Buffers: 0
  • Clk latency late pin: 0.25 ns
  • CTS H-tree depth: 1
  • Clock transition at path regs: 0.05 ns
  • # clock sinks: 7
  • Root Buffer: clkbuf_4
  • Total CTS buffers: 3
  • CTS tree: done
  • Clock Path Buffers: 2
  • Setup bufs post-CTS: 0
  • Post_cts resized: 0

Cells and area
  • Layout cells sized above 1: 14.3%
  • Post-Route Utilization: 12.4%
  • Final instance area: 424 um^2
  • Fillers: 405
  • Synth-to-Final Area Change: 37.2%

Die
  • Die Area: 6400 um^2
  • Top-level port count: 6
  • Initial Util: under 10%
  • Die Y: around 80 um
  • Core area: approximately 3400 um^2
  • Rows: 21
  • Die W: 80 um

Detailed routing
  • First-pass iteration count of the detailed router: 7
  • Vias per cell: roughly 2.7
  • Drt first-iter violations: 6
  • Post-DRT Antenna Nets: 0
  • ANT cells: 0
  • Routed Wire Length: 581 um
  • Via count: 215
  • WL/cell: 7.17 um
  • DRC viols: 0

Synth
  • Instance count of the mapped netlist: 28
  • Synthesized flop and latch total: 7
  • Syn Std Cell Area: ~310 um^2
  • Syn. warnings: 1
  • Distinct cells, synth: 13
  • Post-synth seq share: 57.1%
  • Yosys stat cell total: 28
  • Avg Synthesized Cell Area: 11.0 um^2
  • Yosys chip area: 309 um^2

Run
  • Tool warning count: 25
  • Max Cap Viol: 0

Pwr
  • Clock power frac: 33.9%
  • Sw frac: 24.9%
  • Power density over the cells: just under 1000 nW/um^2
  • Net Switching: approximately 0.10 mW
  • Combinational share of power: ~15%
  • Seq pwr share: ~51%
  • P_int: 0.311 mW
  • Power, Total: between 0.4 and 0.5 mW
  • VDD IR-drop max: around 0.25 mV
  • Lkg Pwr: 0.177 nW

Placement
  • Hpwl dp: 443 um
  • Routability cong.: 0.752
  • Port bufs: 5
  • Cell Area, Placed: 398 um^2

Run status
  • Status: completed

Min path
  • HP Class: primary input to asynchronous set/reset pin
placed cells by master, fill, tap and decap left out:
| cell type | n |
|---|---|
| nor2_1 | 3 |
| a21oi_1 | 2 |
| dfstp_2 | 1 |
| and3b_2 | 1 |
| clkbuf_1 | 1 |
| o21ai_0 | 3 |
| clkbuf_4 | 3 |
| nand2_1 | 3 |
| dfrtp_1 | 6 |
| mux2i_1 | 3 |
| a22o_1 | 1 |
| inv_1 | 2 |
| clkdlybuf4s50_1 | 5 |
| o32a_1 | 1 |
metrics by stage:
stage	setup slack [ns]	instances
after global routing	0.358	81
final	0.417	81
after floorplan	0.918	28
after global placement	0.369	77
after detailed placement	0.341	77
after CTS	0.400	81
registers in the layout (all words and copies together) (netlist names):
signal,flops
current_state,5
item_dispensed,1
change,1
power groups by stage:
stage / sequential [mW] / combinational [mW] / clock, mW
CTS: 0.210 / 0.0643 / 0.145
global route: 0.215 / 0.0704 / 0.158
finish: 0.210 / 0.0632 / 0.140
area by class of cell:
type                       count  area [um^2]  share of cell area (%)
sequential                     7          176                    41.6
multi-input combinational     17          106                    25.1
tap                           46         57.6                    13.6
timing repair buffer           5         50.0                    11.8
clock buffer                   4         26.3                    6.19
inverter                       2         7.51                    1.77
cells in the mapped netlist, drive strengths merged:
master  instances  area [um^2]
o21ai           3         15.0
and3b           1         10.0
inv             2         7.51
a22o            1         8.76
dfstp           1         26.3
nand2           3         11.3
dfrtp           6          150
mux2i           3         30.0
a21oi           2         10.0
buf             2         18.8
o32a            1         10.0
nor2            3         11.3
worst paths after layout:
path                                       startpoint                         end  slack (ns)  depth (start not counted)
hold / removal                                  reset    item_dispensed$_DFF_PP0_        0.34                          2
setup / recovery                     change$_DFF_PP0_                      change        0.42                          1
min in group clk0          current_state[2]$_DFF_PP0_  current_state[4]$_DFF_PP0_        0.52                          2
hold reg to reg            current_state[2]$_DFF_PP0_  current_state[4]$_DFF_PP0_        0.52                          2
setup reg to reg           current_state[0]$_DFF_PP1_  current_state[2]$_DFF_PP0_        0.96                          2
max in group asynchronous                       reset  current_state[0]$_DFF_PP1_        1.19                          2
logic make-up after synthesis:
family          synth area share (%)
compound gates                  14.2
flops                           57.1
simple gates                    10.5
buf+inv                         8.50
mux                             9.72
per-layer routing:
layer / track usage (%) / up-vias / share of wire [%] / routed length [um]
met3: 2.39 / 2 / 20 / 118
met2: 1.77 / 9 / 37 / 215
li1: - / 108 / - / -
met5: 0 / - / 0 / 0
met4: 0.352 / 0 / 1.5 / 9
met1: 2.23 / 96 / 41 / 238
Power and IR drop assume default switching activity.
